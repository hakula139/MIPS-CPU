File: ./design.v
`timescale 1ns / 1ps
module dmem (
  input               clk,
  input               we,   
  input        [31:0] a,    
  input        [31:0] wd,   
  output logic [31:0] rd    
);
  logic [31:0] RAM[127:0];
  always_ff @(posedge clk) begin
    if (we) RAM[a[31:2]] <= wd;
  end
  assign rd = RAM[a[31:2]];   
endmodule : dmem
File: ./constraint.sdc
current_design dmem

set clk_period 106.3
set clk_io_pct 0.2

create_clock -name clk0 -period $clk_period [get_ports {clk}]

set non_clock_inputs [all_inputs -no_clocks]
set_input_delay [expr $clk_period * $clk_io_pct] -clock clk0 $non_clock_inputs
set_output_delay [expr $clk_period * $clk_io_pct] -clock clk0 [all_outputs]
File: ./config.mk
export PLATFORM = sky130hd
export DESIGN_NAME = dmem
export DESIGN_NICKNAME = dmem
export VERILOG_FILES = /design/flow/design.v
export SDC_FILE = /design/flow/constraint.sdc
export NUM_CORES = 4
export LEC_CHECK = 1
export CORE_UTILIZATION = 50
File: ./run.sh
#!/bin/bash
# OpenROAD 26Q1-2900-gdf79404cd8, Yosys 0.63+post, stock flow scripts
make -C /OpenROAD-flow-scripts/flow DESIGN_CONFIG=/design/flow/config.mk WORK_HOME=/design/flow/orfs finish
==> flow_summary.toml <==
# generated from flow reports
[critical_path]
cp.arrival_ns = 28.02
worstSetupPathType = "input port to primary output"
crit_path_end_kind = "primary output"
critPathRequiredTime_ns = 85.04
start_kind = "input port"
cp_max_fo = 64

[synthesis]
ys_warn_count = 1
top_cells_by_count = "edfxtp_1 (4,096), a221oi_1 (847), a22oi_1 (468)"
syn_avg_cell_area_um2 = 17.6
flop_cell = "edfxtp_1"
area_leaders = "edfxtp_1 (79%), a221oi_1 (4.7%), a22oi_1 (2.2%)"
top_area_share_pct = 78.5
yosysTopAreaCell = "edfxtp_1"
ys_ff = 4096
ys_types = 75
syn_area_um2 = 157000
synthArstFlopShare_pct = 0
postSynthSeqShare_pct = 78.5
yosysMostFrequentCell = "edfxtp_1"
synth-edff-count = 4096
yosys-stat-area_um2 = 157000
syn_inst = 8922
ys_cells = 8922

[power_and_ir_drop]
power_leakage_nw = 54.8
power_density_nw_per_um2 = 19.1
ir_drop_mv = 0.0149

[floorplan]
boundaryPins = 98
floorplan.core_util_pct = 50.3
die_area_um2 = 315000
fp.dieW_um = 562
core_area_um2 = 312000
dieHeight_um = 562
row_count = 205

[timing]
drv_slew = 0
period_needed_ns = 49.28
finalSetupTns_ns = 0
maxSlewHeadroom_pct = 15.8
finalHoldViolCount = 0
rsz0062_at_grt = "false"
fin_ws_ns = 57.02
setup_viol = 0
worst_pin_slew_ns = 1.26
finalClockPeriodUsage_pct = 46.4
whs_ns = 20.56
clock.fmax_mhz = 20.3

[clock_network]
post_cts_buffers = 0
post_cts_resized = 0
numCtsBuffers = 410
cts_tree = "yes"
h-tree-depth = 5
cts_root_buf = "clkbuf_16"
clk_pin_slew_ns = 0.06
clkSinkCount = 4096
cts_hold_buf = 0
clockBufferDepth = 4

[layout]
fin_util_pct = 57.0
syn_to_final_growth_pct = 13.4
finalNonFillerCells = 13800
drive_above_1_share_pct = 17.8
fill_cells = 22700
largest_reg_flops = 4096

[run]
warnings = 51
maxCapViolCount = 0

[place]
pre_cts_ws_ns = 57.37
dp.cells = 12900
dp_hpwl_um = 320000
port_buffers = 72
gp_congestion = 0.966

[global_routing]
grt_max_degree = 88
grt_overflow = 0
antenna_found_initial = 59
grt_pass1_vias = 97500
grt_use_total_pct = 39.4
grt_pass1_wl_um = 757000

[detailed_routing]
drt_iter0_drc = 7666
first_pass_iters = 7
drcViolationCount = 0
ant_nets = 0
vias = 93500
vias_per_cell = 6.79
wl_per_cell_um = 39.9
wl_um = 549000

[outcome]
outcome = "completed"

[hold_path]
hp-class = "input port to flip-flop"
## metrics by stage
stage,power (W),area [µm²]
6_report,0.00338,178000
5_1_grt,0.00346,178000
4_1_cts,0.00338,177000
3_5_place_dp,0.00203,165000
3_3_place_gp,0.00203,165000
2_1_floorplan,0.00191,157000
## final cells by class
type                    count  area, µm²  share of cell area (%)
well taps                4140       5180                    2.92
repair buffers            597       4710                    2.65
diodes                     83        208                   0.117
inverters                   7       50.0                  0.0282
clock inverters           247       2110                    1.19
flip-flops and latches   4096     123000                    69.3
multi-input cells        4092      31600                    17.8
clock buffers             500      10700                    6.00
## critical path, cell delays in order
cell,delay [ns]
buf_8,0.38
buf_4,0.49
buf_4,0.60
and2_4,0.42
buf_4,0.62
buf_12,0.45
buf_4,0.51
buf_4,0.66
a221oi_1,0.22
o22ai_1,0.29
a22oi_1,0.28
nand4_1,0.69
or4_1,0.32
clkdlybuf4s50_1,0.51
## path summary, 6_finish.rpt
check	from	to	depth (start not counted)
worst max-delay path	a[2]	rd[0]	14
worst min-delay path	wd[23]	RAM[124][23]$_DFFE_PP_	1
## cells in the final DEF, fill, tap and decap left out, types with 64 or more instances in the layout
cell       count
a21oi_1      425
a221o_1       64
clkinv_2     100
clkbuf_16    413
edfxtp_1    4096
mux4_2        70
mux2i_1      127
o22ai_1      170
nor2b_1      101
buf_4        548
nor2_4       128
a221oi_1     847
clkinv_1      85
mux2_2       277
a22oi_1      467
nor2_1       161
nand2_1      231
clkbuf_1      87
o21ai_0      322
diode_2       83
## cells by family after synthesis
| logic type | share of synthesized area, % |
|---|---|
| flip-flops | 78.5 |
| AND-OR/OR-AND | 12.9 |
| AND/OR/NAND/NOR | 2.74 |
| buffers and inverters | 2.03 |
| multiplexers | 3.82 |
## report_power, final
part           total [W]  switching [W]  internal [W]  leakage [nW]
clock            0.00138       0.000616      0.000765          6.25
sequential       0.00178     0.00000131       0.00178          36.8
combinational   0.000217       0.000163     0.0000542          11.7
total            0.00338       0.000780       0.00260          54.8
## routing by layer
layer	global-route usage [%]	routed length, µm	up-vias
li1	-	-	38100
met1	42.7	153000	45900
met2	51.3	236000	7988
met3	37.1	123000	1342
met4	18.1	34100	108
met5	10.6	2990	-
No activity file was given, so power comes from the tool's default toggle rates.
