==> /design/flow/design.v <==
`timescale 1ns / 1ps
module cache_controller #(
  parameter TAG_WIDTH    = 26,
  parameter SET_WIDTH    = 2,
  parameter OFFSET_WIDTH = 4
) (
  input                           clk_i,
  input                           rst_i,
  input                           en_i,
  input                           write_en_i,
  input                           hit_i,
  input                           dirty_i,
  input        [TAG_WIDTH-1:0]    tag_line_i,
  input        [31:0]             addr_i,
  output logic [6:0]              control_o,
  output logic [31:0]             mem_addr_o,
  output logic [OFFSET_WIDTH-3:0] offset_line_o,
  output logic [2-1:0] state_o
);
  localparam LINE_SIZE  = 2**(4 - 2);
  localparam WAIT_TIME  = LINE_SIZE;
  logic [TAG_WIDTH-1:0]    tag;
  logic [SET_WIDTH-1:0]    index;
  logic [OFFSET_WIDTH-3:0] offset;
  assign tag = addr_i[31:32-TAG_WIDTH];
  assign index = addr_i[31-TAG_WIDTH:OFFSET_WIDTH];
  assign offset = addr_i[OFFSET_WIDTH-1:2];
  logic [31:0]             wait_time;
  logic                    wait_rst;
  counter              u_counter (
    .clk_i,
    .rst_i(rst_i | wait_rst),
    .en_i,
    .time_o(wait_time)
  );
  cache_controller_fsm u_cache_controller_fsm (
    .clk_i,
    .rst_i,
    .en_i,
    .write_en_i,
    .time_i(wait_time),
    .hit_i,
    .dirty_i,
    .state_o
  );
  assign offset_line_o = (wait_time < LINE_SIZE) ? wait_time : LINE_SIZE - 1;
  always_comb begin
    if (en_i) begin
      case (state_o)
        2'b01, 2'b11: begin
          wait_rst = wait_time == WAIT_TIME - 1;
          mem_addr_o = {tag_line_i, index, offset_line_o, 2'b00};
          control_o = 7'b0110001;
        end
        2'b10: begin
          wait_rst = wait_time == WAIT_TIME - 1;
          mem_addr_o = {tag, index, offset_line_o, 2'b00};
          control_o = wait_rst ? 7'b1110100 : 7'b1100100;
        end
        default: begin
          wait_rst = ~hit_i | (~write_en_i & dirty_i);
          mem_addr_o = {tag, index, offset_line_o, 2'b00};
          control_o = hit_i ? {write_en_i, 1'b0, write_en_i, write_en_i, 3'b110} : 7'b0000110;
        end
      endcase
    end else begin
      wait_rst = '0;
      mem_addr_o = '0;
      control_o = '0;
    end
  end
endmodule : cache_controller
module cache_controller_fsm #(
  parameter LINE_SIZE  = 2**(4 - 2)
) (
  input                           clk_i,
  input                           rst_i,
  input                           en_i,
  input                           write_en_i,
  input        [31:0]             time_i,
  input                           hit_i,
  input                           dirty_i,
  output logic [2-1:0] state_o
);
  localparam WAIT_TIME = LINE_SIZE;
  always_ff @(posedge clk_i) begin
    if (rst_i) begin
      state_o <= 2'b00;
    end else if (en_i) begin
      case (state_o)
        2'b01: if (time_i == WAIT_TIME - 1) state_o <= 2'b10;
        2'b10, 2'b11: if (time_i == WAIT_TIME - 1) state_o <= 2'b00;
        default: begin
          if (~hit_i) state_o <= dirty_i ? 2'b01 : 2'b10;
          if (~write_en_i & dirty_i) state_o <= 2'b11;
        end
      endcase
    end
  end
endmodule : cache_controller_fsm
module counter #(
  parameter LINE_SIZE  = 2**(4 - 2)
) (
  input               clk_i,
  input               rst_i,
  input               en_i,
  output logic [31:0] time_o
);
  always_ff @(posedge clk_i) begin
    if (rst_i) time_o <= '0;
    else if (en_i) time_o <= time_o + 1;
  end
endmodule : counter
==> /design/flow/run.sh <==
#!/bin/bash
# OpenROAD 26Q1-2900-gdf79404cd8, Yosys 0.63+post, stock flow scripts
make -C /OpenROAD-flow-scripts/flow DESIGN_CONFIG=/design/flow/config.mk WORK_HOME=/design/flow/orfs finish
==> /design/flow/config.mk <==
export PLATFORM = sky130hd
export DESIGN_NAME = cache_controller
export DESIGN_NICKNAME = cache_controller
export VERILOG_FILES = /design/flow/design.v
export SDC_FILE = /design/flow/constraint.sdc
export NUM_CORES = 4
export LEC_CHECK = 1
export CORE_AREA = 10 10 112 112
export DIE_AREA = 0 0 122 122
==> /design/flow/constraint.sdc <==
current_design cache_controller

set clk_period 3.5
set clk_io_pct 0.2

create_clock -name clk0 -period $clk_period [get_ports {clk_i}]

set non_clock_inputs [all_inputs -no_clocks]
set_input_delay [expr $clk_period * $clk_io_pct] -clock clk0 $non_clock_inputs
set_output_delay [expr $clk_period * $clk_io_pct] -clock clk0 [all_outputs]
==> flow_summary.toml <==
# yosys + openroad results
[route]
drt_pre_antenna_iters = 4
wl_per_cell_um = 13.2
vias_per_cell = 4.25
drc_errors = 0
wl_um = 6590
ant_nets = 0
first_iter_violations = 110
vias = 2123
diodes = 0

[floorplan]
die_h_um = 122
coreArea_mm2 = 0.0102
chipWidth_um = 122
die-area_mm2 = 0.0149
rows = 37
initCoreUtil_pct = 23.3
ios = 107

[synth]
common_cells = "34 x dfxtp_1, 29 x nor2b_1, 27 x mux2i_1, 26 x nor2_2, 20 x xnor2_1"
yosys_cells = 270
synth_cell_types = 39
ys_seq_share_pct = 28.6
yosysWarnings = 3
numSynthFlops = 34
syn_area_mm2 = 0.00238
async_flop_share_pct = 0
syn_inst = 270
synth_top_area_share_pct = 28.6
topCellsByArea = "dfxtp_1 29%, mux2i_1 11%, nor2b_1 7.6%"
syn_avg_cell_area_um2 = 8.82
synth-edff-count = 0
synth_top_flop_cell = "dfxtp_1"
most_common_cell = "dfxtp_1"
ys_area_mm2 = 0.00238
yosys.area.top_type = "dfxtp_1"

[final_layout]
drive_gt1_share_pct = 14.6
final.fill_count = 1018
layout.cells.non_filler = 499
area_growth_pct = 49.0
finalInstanceArea_mm2 = 0.00355

[global_routing]
grt_max_degree = 34
grt_pass1_wl_um = 10400
grt_pass1_vias = 1940
track_usage_pct = 8.39
grt.overflow.total = 0
antenna_found_initial = 0

[setup_path]
r2r-end = "u_counter.time_o[9]$_SDFFE_PP0P_"
critPathKind = "in -> out"
cp_data_arrival_time_ns = 2.31
rr_worst_depth = 8
slowest_stage = "clkdlybuf4s50_1"
rr_startpoint = "u_cache_controller_fsm.state_o[0]$_SDFFE_PP0P_"
crit_chain = "clkdlybuf4s50_1 -> buf_4 -> nor2b_1 -> clkdlybuf4s50_1"
worstPathMaxFanout = 22
cpPeakStageDelay_ns = 0.67
path_delay_family = "buffers and inverters"
worst-path-buf-inv = 3
cp_common_cell = "clkdlybuf4s50_1"
start_kind = "input port"
worstPathRequired_ns = 2.80
end_kind = "primary output"
ff2ff_setup_slack_ns = 1.34

[sta]
setup_tns_ns = 0
maxSlewHeadroom_pct = 66.1
final-hold-violation-count = 0
rsz0062_at_grt = "false"
holdWs_ns = 0.535
worst_pin_slew_ns = 0.509
clock_skew_ns = 0.00375
setup_violations = 0
final-max-slew-violation-count = 0
fmax_ghz = 0.332
min_period_ns = 3.01
finalClockPeriodUsage_pct = 86.1

[clock_network]
cts_sinks = 34
numCtsBuffers = 5
ctsHoldBuffers = 0
post_cts_resize_count = 0
cts_tree = "yes"
post_cts_buffers = 0
cts_max_path_buffers = 2
htreeDepth = 2
path_clk_slew_ns = 0.06
root_buffer = "clkbuf_8"
clock_latency_ns = 0.28

[placed_design]
gp_congestion = 0.804
place_area_mm2 = 0.00347
placed_cells = 492
place_hpwl_um = 5220
portBuffers = 100

[status]
outcome = "complete, no violations"

[worst_hold_path]
min_path_type = "reg -> reg"
hold_start = "u_counter.time_o[31]$_SDFFE_PP0P_"
min_path_cells = 2
hold_end = "u_counter.time_o[31]$_SDFFE_PP0P_"

[run]
drv_cap = 0
warning_count = 29

[power]
p_leak_nw = 1.18
p_per_area_mw_per_mm2 = 251
vdd_drop_max_uv = 116
-- worst register-to-register path, stage by stage, from the launching register on --
cell and delay, ns:
dfxtp_2 0.31, buf_4 0.42, nand2b_1 0.20, inv_1 0.06, nand2b_1 0.11, a21oi_1 0.08
a311o_2 0.58, buf_12 0.25, nor2_1 0.11
-- through the flow --
stage	total power [mW]	setup WS (ns)	utilization, %
2_1_floorplan	0.490	1.57	-
3_3_place_gp	0.634	0.449	33.9
3_5_place_dp	0.636	0.439	33.9
4_1_cts	0.908	0.426	34.7
5_1_grt	0.937	0.331	34.7
6_report	0.891	0.486	34.7
-- cell families (layout without fill, tap and decap cells) --
kind of cell / Yosys count / after routing / synth area share (%)
AOI/OAI and AO/OA: 8 / 8 / 2.63
DFF: 34 / 34 / 28.6
and+or+nand+nor: 144 / 144 / 39.2
adders and majority gates: 1 / 1 / 0.525
xor gates and xnor gates: 31 / 31 / 11.4
buffers and inverters: 24 / 116 / 6.15
other: 1 / 2 / 0.157
muxes: 27 / 27 / 11.4
-- layout by cell type, fill, tap and decap left out, drive strengths merged --
master,instances
clkdlybuf4s50,100
nor2,42
dfxtp,34
nor2b,29
mux2i,27
xnor2,20
nand2,12
nand3,11
xor2,11
nor4,11
nand4,8
nor3,8
clkbuf,7
and4,6
and2,6
inv,5
and3,4
buf,4
nand2b,3
or3,2
a21oi,2
conb,2
nor3b,2
a311oi,1
a311o,1
a31oi,1
o311ai,1
o41ai,1
a31o,1
ha,1
-- final cells by class --
class                   count  area [um^2]  area share (%)
inverters                   5         18.8           0.529
repair buffers            104         1040            29.4
multi-input cells         213         1560            43.9
clock buffers               7         76.3            2.15
flip-flops and latches     34          682            19.2
well taps                 136          170            4.80
-- state kept, by name, indices dropped and copies added, names as in the netlist --
signal                          flops
u_counter.time_o                   32
u_cache_controller_fsm.state_o      2
-- how the worst max path moves through the flow --
| stage | startpoint | endpoint | slack, ns | cells after the start |
|---|---|---|---|---|
| 4_1_cts | en_i | mem_addr_o[22] | 0.43 | 4 |
| 5_1_grt | en_i | mem_addr_o[21] | 0.33 | 4 |
| 6_report | en_i | mem_addr_o[22] | 0.49 | 4 |
-- per-layer routing --
layer	vias to the layer above	share of wire (%)	track usage [%]
met5	-	0	0
met1	935	48	12.1
li1	1105	-	-
met2	78	42	12.9
met3	5	8.9	2.02
met4	0	0.68	0.745
-- power breakdown --
| part | total [mW] | switching (mW) | internal, mW |
|---|---|---|---|
| logic | 0.227 | 0.0726 | 0.155 |
| registers | 0.396 | 0.00493 | 0.391 |
| clock network | 0.268 | 0.131 | 0.137 |
Power figures rest on the tool's default switching activity, not on a simulated workload.
